--- /design/flow/config.mk ---
export PLATFORM = sky130hd
export DESIGN_NAME = CORDIC_Top
export DESIGN_NICKNAME = CORDIC_Top
export VERILOG_FILES = /design/flow/design.v
export SDC_FILE = /design/flow/constraint.sdc
export NUM_CORES = 4
export LEC_CHECK = 1
export CORE_UTILIZATION = 40
--- /design/flow/constraint.sdc ---
current_design CORDIC_Top

set clk_period 40.2
set clk_io_pct 0.2

create_clock -name clk0 -period $clk_period [get_ports {clk}]

set non_clock_inputs [all_inputs -no_clocks]
set_input_delay [expr $clk_period * $clk_io_pct] -clock clk0 $non_clock_inputs
set_output_delay [expr $clk_period * $clk_io_pct] -clock clk0 [all_outputs]
--- /design/flow/design.v ---
module CORDIC_Stage (
	input clk,
	input rst,
	input sign_in,
	input USE_SIN_in,
	input [7:0] ite,
	input [32:0] arctan_in_1,
	input [32:0] arctan_in_2,
	input [32:0] target_in,
	input [32:0] curr_angle_in,
	input [32:0] x_in,
	input [32:0] y_in,
	output sign_out,
	output USE_SIN_out,
	output [32:0] curr_angle_out,
	output [32:0] x_out,
	output [32:0] y_out,
	output [32:0] target_out
	);
	reg sign;
	reg [32:0] x[0:1];
	reg [32:0] y[0:1];
	reg [32:0] y_tmp[0:3];
	reg [32:0] x_tmp[0:3];
	reg [3:0] count[0:1];
	reg [32:0] current_angle[0:1];
	reg [32:0] atan[0:1];
	always @(posedge clk) begin
			sign = sign_in;
			count[0] = ite[7:4];
			y_tmp[0] = sign ? y_in : ~y_in+1;
			y_tmp[1] = {y_tmp[0][32], y_tmp[0][31:0]>>count[0]};
			x_tmp[0] = sign ? x_in : ~x_in+1;
			x_tmp[1] = {x_tmp[0][32], x_tmp[0][31:0]>>count[0]};
			x[0] = x_in + y_tmp[1];
			y[0] = x_tmp[1] + y_in;
			atan[0] = sign ? arctan_in_1 : ~arctan_in_1+1;
			current_angle[0] = curr_angle_in + atan[0];
			if (current_angle[0] > target_in) begin
				sign = 1'b0;
			end
			else begin
				sign = 1'b1;
			end
			count[1] = ite[3:0];
			y_tmp[2] = sign ? y[0] : ~y[0]+1;
			y_tmp[3] = {y_tmp[2][32], y_tmp[2][31:0]>>count[1]};
			x_tmp[2] = sign ? x[0] : ~x[0]+1;
			x_tmp[3] = {x_tmp[2][32], x_tmp[2][31:0]>>count[1]};
			x[1] = x[0] + y_tmp[3];
			y[1] = x_tmp[3] + y[0];
			atan[1] = sign ? arctan_in_2 : ~arctan_in_2+1;
			current_angle[1] = current_angle[0] + atan[1];
			if (current_angle[1] > target_in) begin
				sign = 1'b0;
			end
			else begin
				sign = 1'b1;
			end
	end
	assign sign_out = sign;
	assign curr_angle_out = current_angle[1];
	assign x_out = x[1];
	assign y_out = y[1];
	assign USE_SIN_out = USE_SIN_in;
	assign target_out = target_in;
endmodule
module CORDIC_Top (
    input clk,
    input [31:0] target,
	 output [31:0] cos_x
);
	wire sign_intermediate[0:6];
	wire USE_SIN_intermediate[0:6];
	wire [32:0] angle_intermediate[0:6];
	wire [32:0] x_intermediate[0:6];
	wire [32:0] y_intermediate[0:6];
	wire [32:0] target_intermediate[0:6];
	reg [32:0] arctan[0:13];
	reg [7:0] ite[0:6];
	reg [32:0] x_init = 33'b01;
	reg [32:0] y_init = 33'b001;
	initial begin
		 arctan[0]  = 33'b000011111010110110111011000000000;
		 arctan[1]  = 33'b000001111111010101101110101010000;
		 arctan[2]  = 33'b000000111111111010101011011110000;
		 arctan[3]  = 33'b000000011111111111010101010111000;
		 arctan[4]  = 33'b000000001111111111111010101010110;
		 arctan[5]  = 33'b000000000111111111111111010101011;
		 arctan[6]  = 33'b000000000011111111111111111010110;
		 arctan[7]  = 33'b000000000001111111111111111111011;
		 arctan[8]  = 33'b000000000000111111111111111111111;
		 arctan[9]  = 33'b000000000000100000000000000000000;
		 arctan[10] = 33'b000000000000010000000000000000000;
		 arctan[11] = 33'b000000000000001000000000000000000;
		 arctan[12] = 33'b000000000000000100000000000000000;
		 arctan[13] = 33'b000000000000000010000000000000000;
	end
	initial begin
		 ite[0]  = 8'b00100011;
		 ite[1]  = 8'b01000101;
		 ite[2]  = 8'b01100111;
		 ite[3]  = 8'b10001001;
		 ite[4]  = 8'b10101011;
		 ite[5]  = 8'b11001101;
		 ite[6]  = 8'b11101111;
	end
	reg init_sign;
	reg USE_SIN = 0;
	reg [32:0] init_angle = 33'b000111011010110001100111000000000;
	reg [32:0] ext_target;
	reg [32:0] fin_target;
	always @* begin
		ext_target = { 1'b0 , target};
		if (ext_target > init_angle) begin
			if (ext_target > 33'b00111) begin
				fin_target = 33'b011001001000011111101101010100010 + (~ext_target + 1);
				init_sign = 1;
				USE_SIN = 1;
			end else begin
				init_sign = 1;
				fin_target = ext_target;
			end
		end
		else begin
			init_sign = 0;
			fin_target = ext_target;
		end
	end
	CORDIC_Stage stage1(
		 .clk(clk),
		 .sign_in(init_sign),
		 .USE_SIN_in(USE_SIN),
		 .ite(ite[0]),
		 .target_in(fin_target),
		 .arctan_in_1(arctan[0]),
		 .arctan_in_2(arctan[1]),
		 .curr_angle_in(init_angle),
		 .x_in(x_init),
		 .y_in(y_init),
		 .sign_out(sign_intermediate[0]),
		 .curr_angle_out(angle_intermediate[0]),
		 .x_out(x_intermediate[0]),
		 .y_out(y_intermediate[0]),
		 .target_out(target_intermediate[0]),
		 .USE_SIN_out(USE_SIN_intermediate[0])
	);
	CORDIC_Stage stage2(
		 .clk(clk),
		 .sign_in(sign_intermediate[0]),
		 .USE_SIN_in(USE_SIN_intermediate[0]),
		 .ite(ite[1]),
		 .target_in(target_intermediate[0]),
		 .arctan_in_1(arctan[2]),
		 .arctan_in_2(arctan[3]),
		 .curr_angle_in(angle_intermediate[0]),
		 .x_in(x_intermediate[0]),
		 .y_in(y_intermediate[0]),
		 .sign_out(sign_intermediate[1]),
		 .curr_angle_out(angle_intermediate[1]),
		 .x_out(x_intermediate[1]),
		 .y_out(y_intermediate[1]),
		 .target_out(target_intermediate[1]),
		 .USE_SIN_out(USE_SIN_intermediate[1])
	);
	CORDIC_Stage stage3(
		 .clk(clk),
		 .sign_in(sign_intermediate[1]),
		 .USE_SIN_in(USE_SIN_intermediate[1]),
		 .ite(ite[2]),
		 .target_in(target_intermediate[1]),
		 .arctan_in_1(arctan[4]),
		 .arctan_in_2(arctan[5]),
		 .curr_angle_in(angle_intermediate[1]),
		 .x_in(x_intermediate[1]),
		 .y_in(y_intermediate[1]),
		 .sign_out(sign_intermediate[2]),
		 .curr_angle_out(angle_intermediate[2]),
		 .x_out(x_intermediate[2]),
		 .y_out(y_intermediate[2]),
		 .target_out(target_intermediate[2]),
		 .USE_SIN_out(USE_SIN_intermediate[2])
	);
	CORDIC_Stage stage4(
		 .clk(clk),
		 .sign_in(sign_intermediate[2]),
		 .USE_SIN_in(USE_SIN_intermediate[2]),
		 .ite(ite[3]),
		 .target_in(target_intermediate[2]),
		 .arctan_in_1(arctan[6]),
		 .arctan_in_2(arctan[7]),
		 .curr_angle_in(angle_intermediate[2]),
		 .x_in(x_intermediate[2]),
		 .y_in(y_intermediate[2]),
		 .sign_out(sign_intermediate[3]),
		 .curr_angle_out(angle_intermediate[3]),
		 .x_out(x_intermediate[3]),
		 .y_out(y_intermediate[3]),
		 .target_out(target_intermediate[3]),
		 .USE_SIN_out(USE_SIN_intermediate[3])
	);
	CORDIC_Stage stage5(
		 .clk(clk),
		 .sign_in(sign_intermediate[3]),
		 .USE_SIN_in(USE_SIN_intermediate[3]),
		 .ite(ite[4]),
		 .target_in(target_intermediate[3]),
		 .arctan_in_1(arctan[8]),
		 .arctan_in_2(arctan[9]),
		 .curr_angle_in(angle_intermediate[3]),
		 .x_in(x_intermediate[3]),
		 .y_in(y_intermediate[3]),
		 .sign_out(sign_intermediate[4]),
		 .curr_angle_out(angle_intermediate[4]),
		 .x_out(x_intermediate[4]),
		 .y_out(y_intermediate[4]),
		 .target_out(target_intermediate[4]),
		 .USE_SIN_out(USE_SIN_intermediate[4])
	);
	CORDIC_Stage stage6(
		 .clk(clk),
		 .sign_in(sign_intermediate[4]),
		 .USE_SIN_in(USE_SIN_intermediate[4]),
		 .ite(ite[5]),
		 .target_in(target_intermediate[4]),
		 .arctan_in_1(arctan[10]),
		 .arctan_in_2(arctan[11]),
		 .curr_angle_in(angle_intermediate[4]),
		 .x_in(x_intermediate[4]),
		 .y_in(y_intermediate[4]),
		 .sign_out(sign_intermediate[5]),
		 .curr_angle_out(angle_intermediate[5]),
		 .x_out(x_intermediate[5]),
		 .y_out(y_intermediate[5]),
		 .target_out(target_intermediate[5]),
		 .USE_SIN_out(USE_SIN_intermediate[5])
	);
	CORDIC_Stage stage7(
		 .clk(clk),
		 .sign_in(sign_intermediate[5]),
		 .USE_SIN_in(USE_SIN_intermediate[5]),
		 .ite(ite[6]),
		 .target_in(target_intermediate[5]),
		 .arctan_in_1(arctan[12]),
		 .arctan_in_2(arctan[13]),
		 .curr_angle_in(angle_intermediate[5]),
		 .x_in(x_intermediate[5]),
		 .y_in(y_intermediate[5]),
		 .sign_out(sign_intermediate[6]),
		 .curr_angle_out(angle_intermediate[6]),
		 .x_out(x_intermediate[6]),
		 .y_out(y_intermediate[6]),
		 .target_out(target_intermediate[6]),
		 .USE_SIN_out(USE_SIN_intermediate[6])
	);
	reg [31:0] K = 32'b01101101111011001010110110001011;
	wire [31:0] done;
	assign done = USE_SIN_intermediate[6] ? y_intermediate[6][31:0] : x_intermediate[6][31:0];
	assign cos_x = done*K;
endmodule
--- /design/flow/run.sh ---
#!/bin/bash
# OpenROAD 26Q1-2900-gdf79404cd8, Yosys 0.63+post, stock flow scripts
make -C /OpenROAD-flow-scripts/flow DESIGN_CONFIG=/design/flow/config.mk WORK_HOME=/design/flow/orfs finish
==> flow_summary.json <==
{
  "status": "completed",
  "cts_setup_buffers": 0,
  "final_antenna_net_count": 0,
  "clk_pin_slew_ns": 0.06,
  "port_buffers": 64,
  "critPathCapture": "stage3.sign",
  "wl_per_cell_um": 17.2,
  "track_usage": 0.219,
  "r2r-start": "stage2.sign",
  "fmax_ghz": 0.0507,
  "mux_area_frac": 0.00186,
  "synth.logic.top_family": "adder cells",
  "synth-seq-cells": 374,
  "design_area_um2": 59800,
  "cts_root_buffer": "clkbuf_16",
  "max_slew_margin": 0.320,
  "hold_path.class": "reg2reg",
  "multiInputGateArea_um2": 45000,
  "final_cell_mix": "ha_1, xnor2_1, inv_1",
  "end_kind": "register",
  "fin_crit_sh": 0.491,
  "topCellsByArea": "ha_1, dfxtp_1, xnor2_1",
  "yosys_cells": 6704,
  "final_hold_viol_count": 0,
  "arrival_ns": 20.21,
  "dieHeight_um": 373,
  "clkLatencyLatePin_ns": 0.63,
  "yosys_warnings": 9,
  "via_per_inst": 5.35,
  "cts_hold_buf": 0,
  "die_x_um": 373,
  "critical-path-max-stage-delay_ns": 0.88,
  "cp_slowest_cell": "a2111oi_1",
  "clockBufferDepth": 3,
  "die_area_um2": 139000,
  "setup_violations": 0,
  "drc": 0,
  "fp_util": 0.405,
  "openroad.warnings": 58,
  "netlist_area_um2": 55100,
  "syn_area_per_cell_um2": 8.21,
  "via_count": 46100,
  "finalClockSkew_ns": 0.0308,
  "synthArstFlopShare": 0,
  "simple_gate_share": 0.164,
  "grt_max_degree": 44,
  "cts_tree": "yes",
  "worstRegToRegCells": 51,
  "critPathKind": "in2reg",
  "clock_sinks": 374,
  "required_ns": 40.68,
  "htreeDepth": 2,
  "slew_violations": 0,
  "rsz0062_at_grt": "no",
  "cp_max_fo": 32,
  "ff_type": "dfxtp_1",
  "ys_sh_xor": 0.141,
  "drive_gt1_frac": 0.0357,
  "postSynthSeqShare": 0.136,
  "placementRows": 135,
  "layout.cells.most_common": "ha_1",
  "adder_share": 0.314,
  "fill_cells": 13100,
  "worstSetupStartpointType": "input port",
  "fin_tns_setup_ns": 0,
  "grt_pass1_vias": 44800,
  "io_pins": 65,
  "top_area_frac": 0.237,
  "crit_start": "target[0]",
  "cap_violations": 0,
  "largest_area_cell": "ha_1",
  "crit_top_cell": "o21ai_0",
  "place_congestion": 0.952,
  "reg2reg_slack_ns": 27.45,
  "netlist_instances": 6704,
  "ys_sh_aoi": 0.193,
  "worst_pin_slew_ns": 1.01,
  "register_area_um2": 7490,
  "ys_area_um2": 55100,
  "drt_iter0_drc": 2135,
  "dpl.hpwl_um": 124000,
  "synthDistinctLibCells": 98,
  "diodes": 0,
  "cts_resized": 0,
  "numCtsBuffers": 47,
  "period_needed_ns": 19.74,
  "post-route-worst-setup-slack_ns": 20.46,
  "edf_count": 0,
  "coreArea_um2": 136000,
  "place_area_um2": 58200,
  "worstReg2RegEnd": "stage3.sign",
  "grt_overflow": 0,
  "antenna_found_initial": 0,
  "pre_cts_slack_ns": 19.92,
  "synthToLayoutAreaGrowth_pct": 8.67,
  "wirelength_um": 148000,
  "drt_first_pass_iters": 5,
  "grt_pass1_wl_um": 240000
}
critical path: cells and delay by family:
family / cells / cell delay, ns
AND-OR/OR-AND: 22 / 5.85
AND/OR/NAND/NOR: 10 / 3.20
adder cells (fa/ha/maj): 3 / 0.92
buffers and inverters: 6 / 1.86
XOR/XNOR: 2 / 0.29
worst min path at each step:
stage	cells past startpoint	slack, ns	to	from
4_1_cts	0	0.36	stage6.current_angle[1][15]	stage5.current_angle[1][15]
5_1_grt	0	0.37	stage6.current_angle[1][15]	stage5.current_angle[1][15]
6_report	0	0.36	stage6.current_angle[1][1]	stage5.current_angle[1][1]
cell usage after synthesis, types with 10 or more instances:
library cell and instances:
or3_1 56, nand3b_1 15, nor2_1 510, o22ai_1 10
nand3_1 114, o311ai_0 10, ha_1 1041, o21a_1 103
fa_1 212, nand2_1 307, o211ai_1 33, a211oi_1 46
nand4_1 112, and3_1 61, nand2b_1 135, xor2_1 254
or4_1 28, a21boi_0 33, or2_2 34, o21ai_0 330
dfxtp_1 374, xnor2_1 631, a31o_2 12, nor2b_1 112
o21bai_1 111, a211o_1 23, nor4_1 53, and2_1 38
o31ai_1 42, inv_1 611, clkbuf_1 76, nor3b_1 13
a31oi_1 65, a21oi_1 531, a221oi_1 11, a21o_1 184
a2111oi_0 20, nor3_1 156, a41oi_1 16
routing by layer:
layer  GRT usage  routed length (um)  vias up
met5           0                   0        -
met4      0.0477                3830        0
met3      0.0257                5390      181
met2       0.375               71300      733
met1       0.297               68000    21100
li1            -                   -    24100
registers in the layout (all words and copies together) (netlist names):
register,cells
stage1.sign,1
stage3.x,32
stage2.sign,1
stage6.y,32
stage2.x,32
stage1.current_angle,15
stage2.current_angle,29
stage4.sign,1
stage3.sign,1
stage6.current_angle,32
stage5.x,32
stage1.x,4
stage5.sign,1
stage4.current_angle,32
stage6.sign,1
stage4.x,32
stage3.current_angle,32
stage5.current_angle,32
stage7.y,32
metrics by stage:
step                cells  utilization  hold slack, ns
floorplan            6704            -           0.337
global placement     8525        0.428           0.343
detailed placement   8525        0.428           0.348
CTS                  8612        0.440           0.364
global route         8612        0.440           0.366
finish               8612        0.440           0.360
cell type report:
| type | count | share of cell area |
|---|---|---|
| clock buffers | 59 | 0.0221 |
| repair buffers | 131 | 0.0191 |
| well taps | 1781 | 0.0372 |
| clock inverters | 28 | 0.00533 |
| flip-flops and latches | 374 | 0.125 |
| multi-input cells | 5621 | 0.752 |
| inverters | 618 | 0.0388 |
cell families (layout without fill, tap and decap cells):
kind of cell	count (synthesis)	count (layout)
AND-OR/OR-AND	1677	1677
XOR/XNOR	887	887
adder cells (fa/ha/maj)	1257	1257
buffers and inverters	709	836
flip-flops	374	374
multiplexers	10	10
AND/OR/NAND/NOR	1790	1790
